==> flow/design.v <==
`timescale 1ns/1ps
interface clock_interface (input logic clk);
    logic reset;
    logic [5:0] seconds;
    logic [5:0] minutes;
    modport DUT (
        input  clk,
        input  reset,
        output seconds,
        output minutes
    );
    modport TB (
        input  clk,
        output reset,
        input  seconds,
        input  minutes
    );
endinterface
module counter(
	input clk, rst,
  output logic [3:0] count
);
  always_ff @(posedge clk) begin
    if(rst)
      count <= 0;
    else
      count <= count + 1;
  end
endmodule
==> flow/run.sh <==
#!/bin/bash
# OpenROAD 26Q1-2900-gdf79404cd8, Yosys 0.63+post, stock flow scripts
make -C /OpenROAD-flow-scripts/flow DESIGN_CONFIG=/design/flow/config.mk WORK_HOME=/design/flow/orfs finish
==> flow/config.mk <==
export PLATFORM = sky130hd
export DESIGN_NAME = counter
export DESIGN_NICKNAME = counter
export VERILOG_FILES = /design/flow/design.v
export SDC_FILE = /design/flow/constraint.sdc
export NUM_CORES = 4
export LEC_CHECK = 1
export CORE_AREA = 10 10 70 70
export DIE_AREA = 0 0 80 80
==> flow/constraint.sdc <==
current_design counter

set clk_period 1.2
set clk_io_pct 0.2

create_clock -name clk0 -period $clk_period [get_ports {clk}]

set non_clock_inputs [all_inputs -no_clocks]
set_input_delay [expr $clk_period * $clk_io_pct] -clock clk0 $non_clock_inputs
set_output_delay [expr $clk_period * $clk_io_pct] -clock clk0 [all_outputs]
==> run notes <==
flow finished, numbers: status completed, Clock Power Share 47.5%, # DRC 0, drt initial violations 5, WL final 485 µm, Worst path max stage delay 0.35 ns, yosys stat cell total 13, Initial Utilization 4.25%, port bufs 5, Worst-path clk slew 0.04 ns, Tcrit/Tclk final 89.0%, Global Route Usage Sum 1.76%, Syn Area/Cell 11.2 µm², chip area 0.00640 mm², Hold Crit Class reg -> reg, antenna violations before repair 0, Setup TNS Final 0 ns, Finished Core Util 8.97%, max_slew headroom 90.6%, Crit path max-delay family flip-flops, DPL Wire Length 309 µm, DR WL/cell 6.74 µm, Worst setup SP type flip-flop, Max Cap Violations 0, Setup WS post-layout 0.133 ns, cells along the critical path dlygate4sd2_1, vias in the first global route 158, Max VDD drop 0.139 mV, layout cells sized above 1 44.0%, Vias/cell 1.93, Power Total 360 µW, Cell Type Count 7, top cells, area dfxtp_1, mux2_4, ha_1, combinational fraction of design power 11.2%, flops & latches, synth 4, Worst Skew 0.00365 ns, YS warnings 1, Die Ht 80 µm, final hold vios 0, top post-synthesis cells by count dfxtp_1, nor2_1, nor2b_1, Least-Margin Pin Slew 0.139 ns, CTS tree built, row count 21, Synth Flop Type dfxtp_1, GPL Wtd Cong 0.674, CP max stage cell dfxtp_1, Pleak 0.133 nW, boundary pin count 6, TritonCTS Buffers 3, crit path time final 1.07 ns, Slew Viols, Final 0, vias 139, cell area after synthesis 145 µm², RSZ-0062 raised after global routing no, largest net degree at the start of global routing 4, tool warning count 25, Highest Clock Rate 937 MHz, CP bufs+invs 1, crit-path max FO 3, Critical Path RT 0.96 ns, internal power 281 µW, first drt pass iteration count 2, Final Setup Violations 0, Max-area cell share 55.2%, grt ovf 0, Critical Path End Type primary output, first-pass GRT wire length 765 µm, cell taking the most area after synthesis dfxtp_1, clock tree buffer depth 2, Place WS 0.0262 ns, Die X 80 µm, top flop regs count x4, Synth-to-Final Area Change 111%, Async S/R FF share, synth 0%, Hold Slack 0.496 ns, Switching Fraction 21.7%, part of the power in registers 41.3%, Final ANT Viol Nets 0, CTS root buf clkbuf_4, critical path arrival 0.83 ns, Post-synth EDFFs 0, Fillers 401, CTS Sinks 4, Synth top cell by count dfxtp_1, max FFs per register 4, Syn Inst Count 13, Switching Power 78.2 µW, Biggest register count, Power Dens Cells 1170 mW/mm², Setup CP Type reg -> out, YS chip area 145 µm², CTS HTree Levels 1, Core ar. 0.00342 mm², Late-Pin Clk Latency 0.24 ns, register share after synthesis 55.2%
[power by group through the flow]
| stage | Sequential, mW | Combinational [mW] | Clock, mW |
|---|---|---|---|
| global route | 0.149 | 0.0469 | 0.189 |
| CTS | 0.148 | 0.0415 | 0.178 |
| finish | 0.148 | 0.0404 | 0.171 |
[timing repair]
action | CTS | global route
buffers inserted | 3 | 0
endpoints found under the setup margin | 4 | 0
hold buffers | 0 | 0
gates resized | 7 | 0
[cell type report]
cell class | instances | area (µm²) | share of cell area (%)
Sequential cell | 4 | 83.8 | 27.3
Timing Repair Buffer | 9 | 75.1 | 24.5
Multi-Input combinational cell | 9 | 65.1 | 21.2
Tap cell | 46 | 57.6 | 18.8
Clock buffer | 3 | 22.5 | 7.35
Antenna cell | 1 | 2.50 | 0.816
[tightest hold or removal path: cells and delay by family, from the launching register on]
family	cells	cell delay, ns
flops	1	0.31
buf+inv	1	0.11
simple gates	1	0.04
[logic make-up (layout without fill, tap and decap cells)]
logic type    count (synthesis)  in the layout  synth area share (%)
xor+xnor                      1              1                  6.04
fa+ha+maj                     1              1                  8.62
buf+inv                       0             12                     0
flops                         4              4                  55.2
mux                           1              1                  10.3
other cells                   0              1                     0
simple gates                  6              6                  19.8
[through the flow]
stage / cells / instance area (µm²)
after floorplan: 13 / 145
after global placement: 65 / 260
after detailed placement: 65 / 260
after CTS: 71 / 304
after global routing: 71 / 304
final: 72 / 307
[metal layers]
metal  global-route usage (%)  routed length, µm
met5                        0                  0
met4                    0.528                  0
met3                     3.52                173
met2                     1.93                156
met1                     1.20                155
[path summary, 6_finish.rpt]
check | start | end | slack (ns) | cells past startpoint
worst max-delay path | count[1]$_SDFF_PP0_ | count[1] | 0.13 | 1
worst min-delay path | count[0]$_SDFF_PP0_ | count[0]$_SDFF_PP0_ | 0.50 | 2
worst max register to register | count[2]$_SDFF_PP0_ | count[3]$_SDFF_PP0_ | 0.24 | 3
worst min register to register | count[0]$_SDFF_PP0_ | count[0]$_SDFF_PP0_ | 0.50 | 2
[layout by cell type, fill, tap and decap left out]
| cell | n |
|---|---|
| dfxtp_1 | 1 |
| ha_1 | 1 |
| diode_2 | 1 |
| dfxtp_2 | 3 |
| clkdlybuf4s50_1 | 1 |
| xnor2_1 | 1 |
| clkbuf_4 | 3 |
| mux2_4 | 1 |
| nor2_1 | 3 |
| nand3_1 | 1 |
| nor2b_1 | 2 |
| buf_4 | 4 |
| dlygate4sd2_1 | 4 |
No activity file was given, so power comes from the tool's default toggle rates.
