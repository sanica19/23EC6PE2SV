### flow/constraint.sdc
current_design fifo

set clk_period 3.2
set clk_io_pct 0.2

create_clock -name clk0 -period $clk_period [get_ports {clk}]

set non_clock_inputs [all_inputs -no_clocks]
set_input_delay [expr $clk_period * $clk_io_pct] -clock clk0 $non_clock_inputs
set_output_delay [expr $clk_period * $clk_io_pct] -clock clk0 [all_outputs]
### flow/config.mk
export PLATFORM = sky130hd
export DESIGN_NAME = fifo
export DESIGN_NICKNAME = fifo
export VERILOG_FILES = /design/flow/design.v
export SDC_FILE = /design/flow/constraint.sdc
export NUM_CORES = 4
export LEC_CHECK = 1
export CORE_AREA = 10 10 70 70
export DIE_AREA = 0 0 80 80
### flow/run.sh
#!/bin/bash
# OpenROAD 26Q1-2900-gdf79404cd8, Yosys 0.63+post, stock flow scripts
make -C /OpenROAD-flow-scripts/flow DESIGN_CONFIG=/design/flow/config.mk WORK_HOME=/design/flow/orfs finish
### flow/design.v
`timescale 1ns/1ps
interface clock_interface (input logic clk);
    logic reset;
    logic [5:0] seconds;
    logic [5:0] minutes;
    modport DUT (
        input  clk,
        input  reset,
        output seconds,
        output minutes
    );
    modport TB (
        input  clk,
        output reset,
        input  seconds,
        input  minutes
    );
endinterface
module fifo(
  input clk, wr, rd,
  input [7:0] din,
  output logic full, empty
);
  logic [4:0] cnt = 0;
  assign full = (cnt == 16);
  assign empty = (cnt == 0);
  always_ff @(posedge clk) begin
    if (wr && !full && !rd) 
      cnt <= cnt + 1;
    else if (rd && !empty && !wr) 
      cnt <= cnt - 1;
  end
endmodule
interface fifo_if(input clk);
  logic wr, rd, full, empty; 
  logic [7:0] din;
endinterface
==> ci_impl_report.md <==
## Implementation flow summary

| Metric | Value |
|---|---|
| Min Tclk post-route | 2400 ps |
| Rows | 21 |
| RSZ-0062 raised after global routing | no |
| Cell area after synthesis | 347 um^2 |
| Fin. max-slew vios | 0 |
| Level count of the clock H-tree | 1 |
| Post-layout util | 13.8% |
| Post_cts resized | 0 |
| Core region area | 3420 um^2 |
| Layout cell share with drive strength beyond 1 | 17.1% |
| Synth cell types | 18 |
| FP Util | 10.1% |
| Worst setup path class | reg2out |
| Final period utilization | 75.0% |
| Post-DP Area | 444 um^2 |
| Worst min-delay path category | reg2reg |
| Worst Path Arrival | 1760 ps |
| Max Fclk | 0.417 GHz |
| P&R area growth vs syn | 35.7% |
| Async set-or-reset flop fraction in the synthesized netlist | 0% |
| Die Wd | 80 um |
| Hold_buf cts | 0 |
| Setup TNS Final | 0 ps |
| Startpoint types | register |
| Endpoints failing setup | 0 |
| Yosys warnings | 1 |
| Root Buffer | clkbuf_4 |
| Status | completed |
| Via count | 224 |
| Post-Synth Adder-Cell Area | 16.6% |
| Crit end category | primary output |
| Input/output buffers | 4 |
| Skew final | 2.60 ps |
| Worst Min Path Start | cnt[0] |
| Antenna diodes | 0 |
| PwrDens | 659 nW/um^2 |
| Design Area, Final | 470 um^2 |
| CTS Sinks | 5 |
| Residual DRC | 0 |
| XOR-XNOR Cells, Area Fraction | 7.58% |
| Mean cell area of the mapped netlist | 12.8 um^2 |
| Ports | 13 |
| Initial antenna violation count | 0 |
| Total track usage | 1.87% |
| Post-synth seq share | 43.3% |
| Number of CTS-inserted buffers | 3 |
| Routed WL | 566 um |
| P_leak | 0.163 nW |
| Die H | 80 um |
| Maxcap violations | 0 |
| Vias in the first global route | 225 |
| Post-Syn Instances | 27 |
| Largest Register | cnt |
| Tool warnings | 33 |
| And+or+nand+nor area frac | 12.3% |
| Max FO, Critical Path | 5 |
| Routed len/inst | 6.99 um |
| Maximum number of pins on one net before global-route repair | 6 |
| Overflow after GRT | 0 |
| Die Area | 6400 um^2 |
| Worst Hold Depth | 1 |
| Maximum vdd drop | 0.185 mV |
| Largest regs | cnt: 5 flops |
| Initial DRT Pass Iterations | 2 |
| Worst hold path endpoint | cnt[0] |
| Late-Pin Clk Latency | 240 ps |
| Complex Gates by Area | 16.2% |
| DRT iter0 DRCs | 22 |
| Worst slew margin | 67.8% |
| Post-CTS setup buffer count | 0 |
| Ys flops | 5 |
| Req. time, crit path | 2560 ps |
| FF-to-FF setup slack | 1060 ps |
| Mux area share | 2.89% |
| Routability cong. | 0.735 |
| Pin slew with the least headroom to its limit | 483 ps |
| # Cells Yosys | 27 |
| First-pass GRT wire length | 917 um |
| Dominant flop cell | edfxtp_1 |
| Top logic family | adder cells |
| ANT nets after route | 0 |
| Post-synth EDFFs | 5 |
| Area reported by Yosys stat | 347 um^2 |
| Reg2Reg Launch Point | cnt[0] |
| Max reg flops | 5 |
| FF-to-FF End | cnt[4] |
| Final hold vios | 0 |
| Max Buffers Root-to-Sink | 2 |
| Clock-pin transition on the worst setup and hold timing paths | 40 ps |
| Vias per inst | 2.77 |
| CTS tree | yes |
| R2R depth | 7 |
worst max-delay path, cell delays in order (launching register included):
cell and delay [ps]:
edfxtp_1 490, nor4_2 370, and2b_1 190, clkdlybuf4s50_1 470
how the worst max path moves through the flow:
| stage | endpoint | slack [ps] | start |
|---|---|---|---|
| 5_1_grt | empty | 630 | cnt[0] |
| 6_report | empty | 800 | cnt[0] |
| 4_1_cts | empty | 750 | cnt[0] |
logic make-up after synthesis:
| family | after synthesis |
|---|---|
| flops | 5 |
| xor+xnor | 3 |
| simple gates | 6 |
| buf+inv | 1 |
| mux | 1 |
| fa+ha+maj | 4 |
| compound gates | 7 |
synthesized netlist by cell type (all sizes together), types with 2 or more instances:
| library cell | number | share of area (%) |
|---|---|---|
| xnor2 | 2 | 5.1 |
| a21oi | 3 | 4.3 |
| ha | 3 | 11 |
| edfxtp | 5 | 43 |
| a21o | 2 | 4.7 |
through the flow:
step                cells  total power, mW  setup slack [ps]  hold slack (ps)
finish                 81            0.310               800              684
detailed placement     77            0.242               644              680
floorplan              27            0.214              1210              635
global route           81            0.337               630              726
CTS                    81            0.317               749              693
global placement       77            0.240               631              679
report_power, final:
part	total, mW	leakage, nW	switching (mW)	internal [mW]
combinational	0.105	0.0999	0.0438	0.0608
sequential	0.135	0.0483	0.0276	0.108
clock	0.0702	0.0150	0.0232	0.0470
total	0.310	0.163	0.0946	0.215
routing by layer:
layer / share of wire (%) / routed length (um) / up-vias / global-route usage (%)
li1: - / - / 119 / -
met1: 47 / 264 / 100 / 2.37
met2: 40 / 227 / 5 / 2.17
met3: 13 / 75 / 0 / 1.93
met4: 0 / 0 / 0 / 0.176
met5: 0 / 0 / - / 0
cell usage in the layout (no fill, tap or decap), types with 2 or more instances in the layout:
cell and instances:
edfxtp_1 5, clkdlybuf4s50_1 4, a21oi_1 3, clkbuf_4 3, xnor2_1 2, ha_1 3
layout make-up:
cell class / instances / area [um^2]
multi-input cells: 21 / 193
repair buffers: 4 / 40.0
inverters: 1 / 3.75
flip-flops and latches: 5 / 150
well taps: 46 / 57.6
fillers: 391 / 2950
clock buffers: 4 / 26.3
Power and IR drop assume default switching activity.
