==> design/flow/design.v <==
`timescale 1ns/1ps
interface clock_interface (input logic clk);
    logic reset;
    logic [5:0] seconds;
    logic [5:0] minutes;
    modport DUT (
        input  clk,
        input  reset,
        output seconds,
        output minutes
    );
    modport TB (
        input  clk,
        output reset,
        input  seconds,
        input  minutes
    );
endinterface
module dual_port_ram #(
    parameter ADDR_WIDTH = 4,
    parameter DATA_WIDTH = 8
)(
    input  wire                   clk,
    input  wire                   we_a,
    input  wire [ADDR_WIDTH-1:0]  addr_a,
    input  wire [DATA_WIDTH-1:0]  wdata_a,
    input  wire [ADDR_WIDTH-1:0]  addr_b,
    output reg  [DATA_WIDTH-1:0]  rdata_b
);
    reg [DATA_WIDTH-1:0] mem [0:(1<<ADDR_WIDTH)-1];
    always @(posedge clk) begin
        if (we_a)
            mem[addr_a] <= wdata_a;
        rdata_b <= mem[addr_b];  
    end
endmodule
==> design/flow/run.sh <==
#!/bin/bash
# OpenROAD 26Q1-2900-gdf79404cd8, Yosys 0.63+post, stock flow scripts
make -C /OpenROAD-flow-scripts/flow DESIGN_CONFIG=/design/flow/config.mk WORK_HOME=/design/flow/orfs finish
==> design/flow/config.mk <==
export PLATFORM = sky130hd
export DESIGN_NAME = dual_port_ram
export DESIGN_NICKNAME = dual_port_ram
export VERILOG_FILES = /design/flow/design.v
export SDC_FILE = /design/flow/constraint.sdc
export NUM_CORES = 4
export LEC_CHECK = 1
export CORE_UTILIZATION = 50
==> design/flow/constraint.sdc <==
current_design dual_port_ram

set clk_period 2.7
set clk_io_pct 0.2

create_clock -name clk0 -period $clk_period [get_ports {clk}]

set non_clock_inputs [all_inputs -no_clocks]
set_input_delay [expr $clk_period * $clk_io_pct] -clock clk0 $non_clock_inputs
set_output_delay [expr $clk_period * $clk_io_pct] -clock clk0 [all_outputs]
==> ci_impl_report.md <==
## PnR job results

| Metric | Value |
|---|---|
| DIE WIDTH | `103 um` |
| Multi-input combinational cell area | `1060 sq um` |
| Cts bufs inserted | `17` |
| Placeable Area | `9860 sq um` |
| Time the final worst path needs with I/O delays and setup | `1.89 ns` |
| Mean area per synthesized cell | `22.5 sq um` |
| Core utilization at floorplan | `52.2%` |
| Final std cell area, no fill | `6210 sq um` |
| Number of buffers and inverters on the critical path | `1` |
| Met3 layer usage reported by global route | `11.2%` |
| Row cnt | `36` |
| Share of power burned in registers | `49.9%` |
| Buffer type at the clock tree root | `sky130_fd_sc_hd__clkbuf_8` |
| Initial detailed-routing violation count | `65` |
| Final design utilization | `63.0%` |
| Crit path capture type | `output port` |
| Average wire per standard cell | `22.2 um` |
| Max-capacitance violation count | `0` |
| Final-layout worst hold slack | `0.686 ns` |
| Footprint of the flip-flops and latches | `4000 sq um` |
| # setup viols final | `0` |
| Total of warnings raised by yosys | `1` |
| Clock latency on the worst-skew pair | `0.51 ns` |
| Final antenna-violating net count | `0` |
| Distinct cell type count of the synthesized netlist | `19` |
| Post-CTS repair timing setup buffer count | `0` |
| Total antenna diodes in the routed design | `0` |
| Total length of routed wires | `9520 um` |
| Pre-Repair DR Iteration Count | `4` |
| Worst Setup Start Kind | `flop` |
| Seq share, synth | `77.8%` |
| Post-Layout Cell Count | `428` |
| Critical Path Fanout Max | `1` |
| Number of antenna violations at the first check in global routing | `0` |
| Cell count after synthesis | `229` |
| Critical path arrival | `1.35 ns` |
| Chip area | `10700 sq um` |
| Top area contributor share | `74.7%` |
| Critical path class | `flop to output port` |
| Fillers | `645` |
| Total routing resource utilization after global routing | `22.0%` |
| Height of the die | `103 um` |
| Switching Fraction | `20.4%` |
| Clock-pin transition on the worst setup and hold timing paths | `0.06 ns` |
| Worst min path class | `flop to flop` |
| Worst Slack Setup Final | `0.807 ns` |
| Detail Placement HPWL | `5810 um` |
| Number of design rule violations left after detail routing | `0` |
| Via density | `5.68` |
| Post-Place Cell Area | `5640 sq um` |
| Area Overhead vs Synth | `20.6%` |
| Static Leakage | `2.07 nW` |
| Busiest metal layer after global routing | `met1` |
| Setup TNS | `0 ns` |
| Number of flip-flops and latches in the synthesized netlist | `136` |
| Worst slew pin tran | `0.715 ns` |
| Total design power | `4.77 mW` |
| Library cell occupying the most area in the post-synthesis netlist | `sky130_fd_sc_hd__edfxtp_1` |
| Worst slew margin relative to its limit | `52.1%` |
| Routed via count | `2430` |
| Final RePlAce weighted congestion | `0.757` |
| Number of sinks driven by the clock tree | `136` |
| Clock tree from TritonCTS | `built` |
| Sum of overflow across all layers after global routing | `0` |
| Share of final-layout standard cells stronger than drive strength 1 | `23.4%` |
| Hold Path Origin | `mem[3][3]` |
| Number of pins with negative max-slew slack in the final report | `0` |
| Met1 usage in global routing | `34.7%` |
| First-pass GRT wire length | `14700 um` |
| Post-cts resize count | `0` |
| Beginning of the worst register-to-register path | `mem[1][6]` |
| Bufs on Longest Clock Path | `2` |
| Chip area line of the yosys report | `5150 sq um` |
| Maximum vdd ir drop | `361 uV` |
| Tool warnings | `25` |
| GR Util met2 | `32.2%` |
| Post-placement worst setup slack | `0.489 ns` |
| Clock network power share | `45.3%` |
| Vias in the first global route | `2598` |
| Count of boundary I/O pins | `26` |
| Ordered cell list for the critical path | `clkdlybuf4s50_1` |
| Netlist area before placement | `5150 sq um` |
| Cell area leaders | `sky130_fd_sc_hd__edfxtp_1 75%, sky130_fd_sc_hd__mux4_2 7.9%, sky130_fd_sc_hd__mux4_1 7.1%` |
| Critical path's largest stage delay | `0.49 ns` |
| Cell area power density | `768 nW/um^2` |
| Part of the total power dissipated in combinational logic | `4.9%` |
| Maximum number of pins on one net before global-route repair | `33` |
| Net switching component of the power | `0.970 mW` |
| Status | `complete, no violations` |
| Achievable Freq | `0.528 GHz` |
| Placed cells | `396` |
| Count of hold-fix buffers inserted at cts | `0` |
| Req. time, crit path | `2.16 ns` |
| Period utilization | `70.1%` |
| Crit-path leading delay family | `buffers and inverters` |
| Ys cells | `229` |
| Internal power of the cells | `3.80 mW` |
| Unrepaired setup endpoints after global routing | `no` |
| Slowest CP cell | `sky130_fd_sc_hd__clkdlybuf4s50_1` |
| H-tree level count | `4` |
| First element of the critical path | `rdata_b[5]` |
| Count of buffers inserted at the top-level ports | `25` |
| Count of final hold-check violations | `0` |
| Worst clock skew | `0.00807 ns` |
## final timing paths
check / cells past startpoint / endpoint / slack [ns]
setup / recovery: 1 / rdata_b[5] / 0.81
hold / removal: 3 / rdata_b[3] / 0.69
setup reg to reg: 3 / rdata_b[6] / 1.36
hold reg to reg: 3 / rdata_b[3] / 0.69
## power groups by stage
stage	sequential (mW)	combinational, mW	clock, mW
CTS	2.38	0.238	2.20
global route	2.38	0.255	2.29
finish	2.38	0.232	2.16
## cell usage after synthesis
cell type	count
sky130_fd_sc_hd__mux4_2	18
sky130_fd_sc_hd__and2b_1	1
sky130_fd_sc_hd__nor2_1	13
sky130_fd_sc_hd__buf_6	3
sky130_fd_sc_hd__buf_4	1
sky130_fd_sc_hd__nand2_1	9
sky130_fd_sc_hd__nand3b_1	2
sky130_fd_sc_hd__edfxtp_1	128
sky130_fd_sc_hd__nor2b_1	1
sky130_fd_sc_hd__nor3_1	4
sky130_fd_sc_hd__a22oi_1	16
sky130_fd_sc_hd__and2_1	1
sky130_fd_sc_hd__nand3_1	1
sky130_fd_sc_hd__buf_2	3
sky130_fd_sc_hd__dfxtp_1	8
sky130_fd_sc_hd__or3b_2	1
sky130_fd_sc_hd__nand2b_1	2
sky130_fd_sc_hd__clkdlybuf4s25_2	3
sky130_fd_sc_hd__mux4_1	14
## per-layer routing
layer / up-vias / wire (um)
met2: 117 / 4730
li1: 1082 / -
met4: 0 / 119
met5: - / 0
met3: 9 / 995
met1: 1222 / 3670
## cell families (layout without fill, tap and decap cells)
group,Yosys count,count (layout),share of synthesized area (%)
mux,32,32,15.0
flops,136,136,77.8
simple gates,35,35,3.18
buf+inv,10,76,1.68
compound gates,16,16,2.33
## final cells by class
class | instances | share of cell area [%]
multi-input cells | 83 | 17.0
clock buffers | 18 | 6.73
flip-flops and latches | 136 | 64.5
clock inverters | 14 | 2.44
well taps | 133 | 2.68
repair buffers | 44 | 6.65
## state kept, by name, indices dropped and copies added (netlist names)
name,count
mem,128
rdata_b,8
## layout by cell type, fill, tap and decap left out
| cell type | count |
|---|---|
| sky130_fd_sc_hd__clkinvlp_4 | 4 |
| sky130_fd_sc_hd__clkbuf_16 | 16 |
| sky130_fd_sc_hd__clkbuf_1 | 1 |
| sky130_fd_sc_hd__clkdlybuf4s50_1 | 24 |
| sky130_fd_sc_hd__nand2b_1 | 2 |
| sky130_fd_sc_hd__nand3_1 | 1 |
| sky130_fd_sc_hd__clkinv_2 | 1 |
| sky130_fd_sc_hd__nand2_1 | 9 |
| sky130_fd_sc_hd__mux4_2 | 18 |
| sky130_fd_sc_hd__mux4_1 | 14 |
| sky130_fd_sc_hd__and2_1 | 1 |
| sky130_fd_sc_hd__bufinv_16 | 2 |
| sky130_fd_sc_hd__and2b_1 | 1 |
| sky130_fd_sc_hd__clkinv_1 | 1 |
| sky130_fd_sc_hd__nor3_1 | 4 |
| sky130_fd_sc_hd__a22oi_1 | 16 |
| sky130_fd_sc_hd__nand3b_1 | 2 |
| sky130_fd_sc_hd__dfxtp_1 | 8 |
| sky130_fd_sc_hd__buf_2 | 1 |
| sky130_fd_sc_hd__nor2b_1 | 1 |
| sky130_fd_sc_hd__buf_4 | 17 |
| sky130_fd_sc_hd__nor2_1 | 13 |
| sky130_fd_sc_hd__or3b_2 | 1 |
| sky130_fd_sc_hd__edfxtp_1 | 128 |
| sky130_fd_sc_hd__clkbuf_8 | 1 |
| sky130_fd_sc_hd__inv_6 | 2 |
| sky130_fd_sc_hd__clkinv_4 | 4 |
| sky130_fd_sc_hd__buf_12 | 2 |
No activity file was given, so power comes from the tool's default toggle rates.
